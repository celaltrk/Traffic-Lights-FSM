<file path="design/flow/config.mk">
export PLATFORM = sky130hd
export DESIGN_NAME = ClockDivider
export DESIGN_NICKNAME = ClockDivider
export VERILOG_FILES = /design/flow/design.v
export SDC_FILE = /design/flow/constraint.sdc
export NUM_CORES = 4
export LEC_CHECK = 1
export CORE_UTILIZATION = 30
</file>
<file path="design/flow/constraint.sdc">
current_design ClockDivider

set clk_period 3.9
set clk_io_pct 0.2

create_clock -name clk0 -period $clk_period [get_ports {clock_in}]

set non_clock_inputs [all_inputs -no_clocks]
set_input_delay [expr $clk_period * $clk_io_pct] -clock clk0 $non_clock_inputs
set_output_delay [expr $clk_period * $clk_io_pct] -clock clk0 [all_outputs]
</file>
<file path="design/flow/design.v">
module ClockDivider(input logic clock_in, output logic clock_out);
    logic[31:0] counter = 32'd0;
    localparam N = 32'd300000000;
    always @(posedge clock_in) begin
        counter <= counter + 32'd1;
        if(counter>=(N-1))
        counter <= 32'd0;
        clock_out <= (counter < N/2) ? 1'b1 : 1'b0;
    end
endmodule
</file>
<file path="design/flow/run.sh">
#!/bin/bash
# OpenROAD 26Q1-2900-gdf79404cd8, Yosys 0.63+post, stock flow scripts
make -C /OpenROAD-flow-scripts/flow DESIGN_CONFIG=/design/flow/config.mk WORK_HOME=/design/flow/orfs finish
</file>
==> flow_summary.json <==
{
  "final_max_slew_viol_count": 0,
  "leakage_nw": 0.503,
  "die_w_um": 74.9,
  "crit_fanout": 23,
  "rrSetupSlack_ps": 1560,
  "maxSlewHeadroom_pct": 43.4,
  "ys_seq_share_pct": 41.5,
  "cts_inserted_buffers": 5,
  "crit_buf_inv": 0,
  "holdPathStages": 2,
  "cts_post_setup_buffers_inserted": 0,
  "grt_pass1_vias": 1176,
  "pwr-share-seq_pct": 53.8,
  "ios": 2,
  "antenna_found_initial": 0,
  "worstSetupEndpointType": "flip-flop",
  "grt_pass1_wl_um": 5400,
  "cts_resized": 0,
  "crit_family": "simple AND/OR/NAND/NOR gates",
  "hpwl_um": 2040,
  "wl_um": 3110,
  "required_ps": 4030,
  "yosys.area.top_type": "dfxtp_1",
  "warnings": 25,
  "drt-initial-drc-count": 38,
  "num_rows": 26,
  "ys_sh_aoi_pct": 16.3,
  "final_layout_size_suffix_gt1_share_pct": 8.24,
  "chipArea_um2": 5600,
  "top_logic_kind": "simple AND/OR/NAND/NOR gates",
  "wl_per_cell_um": 12.3,
  "setup_violations": 0,
  "core_area_um2": 5110,
  "syn2layout_area_growth_pct": 10.4,
  "period_used_pct": 60.0,
  "grt_max_degree": 26,
  "xor_share_pct": 6.60,
  "worst-path-stages": 4,
  "power_density_nw_per_um2": 362,
  "fmax_mhz": 428,
  "critPathMaxStageDelay_ps": 780,
  "combPwrFrac_pct": 1.9,
  "num-fill-cells": 531,
  "area_leaders": "dfxtp_1, nor3_1, xnor2_1",
  "cts.hold.buffers_added": 0,
  "synth_area_um2": 1590,
  "r2r-end": "counter[6]",
  "ant_nets": 0,
  "firstDrtPassIters": 4,
  "cts_buffer_depth": 2,
  "p_total_uw": 636,
  "cts_tree": "built",
  "slowest_stage": "o2111a_1",
  "switching_share_pct": 20.9,
  "rsz0062_at_grt": "false",
  "worstHoldStart": "counter[28]",
  "synth_flops": 33,
  "cts.sinks": 33,
  "vias": 1303,
  "switchingPower_uw": 133,
  "synth-simple-area-share_pct": 29.9,
  "final_hold_viol_count": 0,
  "power_frac_clock_pct": 44.4,
  "initCoreUtil_pct": 31.2,
  "cp-start-kind": "flip-flop",
  "synth_top_area_share_pct": 41.5,
  "ir_drop_uv": 196,
  "port_buffers": 1,
  "drv_cap": 0,
  "worst_clock_skew_ps": 5.99,
  "status": "complete, no violations",
  "crit_chain": "or4b_2, nor4_1, o2111a_1, nor3_1",
  "ctsHtreeMaxLevel": 2,
  "cts_root_buffer": "clkbuf_8",
  "antenna-diode-count": 0,
  "synthCells": 182,
  "ys_area_um2": 1590,
  "whs_endpoint": "counter[28]",
  "synth_warnings": 1,
  "setup_tns_ps": 0,
  "mux_share_pct": 0,
  "rr_startpoint": "counter[9]",
  "critPathKind": "reg2reg",
  "ff2ff_path_depth": 4,
  "p_int_uw": 503,
  "grt_usage_pct": 12.6,
  "clkTransAtPathRegs_ps": 70,
  "synth.distinct_cells": 35,
  "grt-ovfl-total": 0,
  "hold_class": "reg2reg",
  "synth_adder_area_share_pct": 0.786,
  "vias_per_cell": 5.17,
  "ys_cells": 182,
  "insertion_delay_ps": 280,
  "min_period_ps": 2340,
  "critPathArrivalTime_ps": 2470,
  "die_y_um": 74.9,
  "tightest_slew_ps": 849,
  "gp_congestion": 0.822,
  "drc_errors": 0,
  "syn_avg_cell_area_um2": 8.75
}
## tightest hold or removal path: stages, from the launching register on
cell and delay (ps):
dfxtp_1 330, inv_1 60, a211oi_2 50
## cells by family (layout without fill, tap and decap cells)
| kind of cell | Yosys count | in the layout |
|---|---|---|
| other | 1 | 3 |
| buffers and inverters | 18 | 16 |
| DFF | 33 | 33 |
| and+or+nand+nor | 78 | 78 |
| AOI/OAI and AO/OA | 39 | 39 |
| adders and majority gates | 1 | 1 |
| xor gates and xnor gates | 12 | 12 |
## layout by cell type (no fill, tap or decap), types with 2 or more instances in the layout
cell	instances
nand4_1	8
nand3_1	8
and4_1	2
xor2_1	3
clkbuf_8	7
inv_1	6
o31ai_1	5
dfxtp_1	33
nor2_1	2
nand2_1	8
or3_1	9
and3_1	4
nor4_1	6
or4_1	7
xnor2_1	9
or4_4	2
o21ai_0	12
nor3_1	17
a211oi_1	8
a21oi_1	7
conb_1	3
## flip-flops by register name (all words and copies together), names as in the netlist
name / count
counter: 32
clock_out: 1
## layer usage
layer,GRT usage [%],part of all wire (%),vias up
li1,-,-,688
met1,18.5,53,593
met2,19.0,42,16
met3,3.80,3.3,6
met4,2.31,1.8,0
met5,0,0,-
## worst max-delay path by stage
stage | from | end | slack (ps)
final | counter[9] | counter[6] | 1560
after global routing | counter[9] | counter[0] | 1410
after CTS | counter[9] | counter[2] | 1560
## power by group through the flow
stage	sequential [mW]	combinational, mW	clock (mW)
4_1_cts	0.342	0.0123	0.289
5_1_grt	0.342	0.0138	0.304
6_report	0.342	0.0120	0.282
## through the flow
stage          cell area [um^2]  utilization, %  setup slack [ps]  hold slack, ps  instances
2_1_floorplan              1600               -              1970             454        184
3_3_place_gp               1660            32.4              1640             475        244
3_5_place_dp               1660            32.4              1610             480        244
4_1_cts                    1760            34.4              1560             491        252
5_1_grt                    1760            34.4              1410             515        252
6_report                   1760            34.4              1560             489        252
## synthesized netlist by cell type
cell and instances:
ha_1 1, clkbuf_2 1, clkbuf_1 6, xnor2_1 9, nand3b_1 1, o21ai_0 12, o2111a_1 1, nor4_1 6
nand4_1 8, a211oi_1 8, or4_4 2, a21oi_1 8, nand3_1 8, or3_1 9, and4_1 2, or4b_2 1
a211oi_2 1, nand4_4 1, nand2_1 8, and3_1 4, nor3b_1 1, xor2_1 3, a2111oi_0 1, conb_1 1
and2_1 1, a41oi_1 1, o41ai_1 1, dfxtp_1 33, nor3_1 17, nor2_1 2, a2111o_1 1, inv_1 6
buf_2 5, o31ai_1 5, or4_1 7
## layout make-up
class	instances	area, um^2	share of cell area (%)
well taps	70	87.6	4.98
inverters	6	22.5	1.28
multi-input cells	133	868	49.4
repair buffers	2	17.5	0.996
clock buffers	7	96.3	5.48
clock inverters	1	5.00	0.285
flip-flops and latches	33	661	37.6
Power is estimated from default activity; no workload was simulated.
